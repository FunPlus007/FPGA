`run.sh`:
```
#!/bin/bash
# OpenROAD 26Q1-2900-gdf79404cd8, Yosys 0.63+post, stock flow scripts
make -C /OpenROAD-flow-scripts/flow DESIGN_CONFIG=/design/flow/config.mk WORK_HOME=/design/flow/orfs finish
```
`constraint.sdc`:
```
current_design div_odd_duty50

set clk_period 1.2
set clk_io_pct 0.2

create_clock -name clk0 -period $clk_period [get_ports {clk_in}]

set non_clock_inputs [all_inputs -no_clocks]
set_input_delay [expr $clk_period * $clk_io_pct] -clock clk0 $non_clock_inputs
set_output_delay [expr $clk_period * $clk_io_pct] -clock clk0 [all_outputs]
```
`design.v`:
```
module div_odd_duty50 (
    input wire clk_in,
    input wire rst,
    output wire clk_out
);
parameter cnt_bits = 4 - 1;
parameter cnt_max = 15 - 1;
reg [cnt_bits : 0] cnt_r,cnt_f;
reg clk_r,clk_f;
always @(posedge clk_in or negedge rst) begin
    if(~rst) 
        cnt_r <= 0; 
    else 
        cnt_r <= (cnt_r == cnt_max) ? 0 : (cnt_r + 1'b1);
end
always @(posedge clk_in or negedge rst) begin
    if(~rst) 
        clk_r <= 0; 
    else 
        clk_r <= ((cnt_r == cnt_max) || (cnt_r == cnt_max/2)) ? ~clk_r : clk_r;
end
always @(negedge clk_in or negedge rst) begin
    if(~rst) 
        cnt_f <= 0; 
    else 
        cnt_f <= (cnt_f == cnt_max) ? 0 : (cnt_f + 1'b1);
end
always @(negedge clk_in or negedge rst) begin
    if(~rst) 
        clk_f <= 0; 
    else 
        clk_f <= ((cnt_f == cnt_max) || (cnt_f == cnt_max/2)) ? ~clk_f : clk_f;
end
assign clk_out = clk_r | clk_f;
endmodule
```
`config.mk`:
```
export PLATFORM = sky130hd
export DESIGN_NAME = div_odd_duty50
export DESIGN_NICKNAME = div_odd_duty50
export VERILOG_FILES = /design/flow/design.v
export SDC_FILE = /design/flow/constraint.sdc
export NUM_CORES = 4
export LEC_CHECK = 1
export CORE_AREA = 10 10 70 70
export DIE_AREA = 0 0 80 80
```
==> out/results.ini <==
[die]
io_pins=3
die_height_um=80
core-area_um2=3416
rows=21
chipWidth_um=80
dieArea_um2=6400
initCoreUtil_pct=12.49

[critical_path]
rr_worst_depth=3
worst_ep_required_time_ns=0.96
crit_type=register to output pin
setup.worst_path.end_class=output pin
crit_arrival_ns=1.53
crit_path_start_kind=register
crit_fanout=2

[yosys]
top_area_share_pct=29.33
yosys.area.top_type=dfrtn_1
synthCells=39
netlist_area_um2=426.7
synth_seq_share_pct=58.65
synthTopCellsByArea=dfrtn_1 (29%), dfrtp_1 (29%), nand2b_1 (5.9%)
yosysChipArea_um2=426.7
numSynthFlops=10
synth.avg_cell_area_um2=10.94
synth_cell_type_count=13
yosys_warnings=1
ys_cells=39

[clock_network]
htreeDepth=1
clk-insertion-delay-late_ns=0.26
clk_pin_slew_ns=0.07
cts_tree=done
clock_sinks=10
clock_path_buffers=2
cts_buffers=3
cts_root_buffer=clkbuf_4

[drt]
post-route-drc-count=0
post_drt_wl_per_cell_um=7.611
wl_um=723
antenna_cells=0
vias=306
dr.pass1.iters=2
via_per_inst=3.221
ant_nets=0
drtIter0Drc=33

[final_timing]
slew-limit-headroom_pct=83.10
final_max_slew_viol_count=0
skew_ns=0.0002078
setup_slack_ns=-0.5688
rsz0062_at_grt=true
timing.hold.ws_ns=0.4533
worstMarginPinSlew_ns=0.2527
tns_ns=-0.5688
hold_viol_final=0
finalSetupViolCount=1

[placement]
io_buffers=2
place_ws_ns=-0.5869
routabilityCongestion=0.6394
dp_hpwl_um=549.5
postPlaceCellArea_um2=529.3

[outcome]
status=complete, but fails checks
violations=setup timing

[grt]
grt_pass1_wl_um=1269
antenna_found_initial=0
grt_pass1_vias=305
grt_max_degree=8
grt_use_total_pct=2.428
grt-ovfl-total=0

[pwr]
ir_drop_mv=0.2456
power.leakage_uw=0.0002649
powerDensity_nw_per_um2=1039

[layout]
final_area_um2=564.3
fin_util_pct=16.52
drive_above_1_share_pct=30.61
area_growth_pct=32.26
nFillCells=386

[min_path]
hp-class=input port to asynchronous set/reset pin

[run]
warnings=28
cap_violations=0

-- critical path, cell delays in order (launching register included) --
cell     delay [ns]
dfrtn_1        0.34
or2_4          0.23
buf_6          0.10
-- cell usage after synthesis --
cell	number
nand2_1	6
dfrtp_1	5
o21ai_1	2
nand2_2	2
mux2_2	2
a21oi_1	2
a21oi_2	2
o21ai_0	4
a31oi_1	2
xor2_1	2
or2_2	1
dfrtn_1	5
nand2b_1	4
-- stage by stage --
stage	instances	total power (uW)
finish	95	586.4
global route	95	606.5
CTS	95	595.1
detailed placement	90	356.0
global placement	90	355.8
floorplan	39	344.2
-- cell usage in the layout (no fill, tap or decap), drive strengths merged --
| cell | Yosys | routed |
|---|---|---|
| clkdlybuf4s50 | 0 | 1 |
| dfrtn | 5 | 5 |
| buf | 0 | 5 |
| clkbuf | 0 | 4 |
| dfrtp | 5 | 5 |
| o21ai | 6 | 6 |
| nand2 | 8 | 8 |
| a31oi | 2 | 2 |
| mux2 | 2 | 2 |
| nand2b | 4 | 4 |
| or2 | 1 | 1 |
| xor2 | 2 | 2 |
| a21oi | 4 | 4 |
-- logic make-up after synthesis --
logic type / Yosys count / share of synthesized area, %
DFF: 10 / 58.65
muxes: 2 / 5.278
and+or+nand+nor: 13 / 15.54
AOI/OAI and AO/OA: 12 / 16.42
xor gates and xnor gates: 2 / 4.106
-- cell type report --
cell class	instances	area, um^2	share of cell area [%]
sequential	10	250.2	44.35
tap	46	57.56	10.20
multi-input combinational	29	178.9	31.71
clock buffer	4	26.28	4.656
timing repair buffer	6	51.30	9.091
-- sequential cells by signal, indices dropped and copies added, names as in the netlist --
signal,count
cnt_r,4
clk_f,1
clk_r,1
cnt_f,4
-- per-layer routing --
layer | global-route usage (%) | routed length [um]
met5 | 0 | 0
met4 | 0.7042 | 6
met3 | 2.045 | 76
met2 | 3.130 | 303
met1 | 2.927 | 337
-- worst paths after layout --
path                                          from            endpoint  slack (ns)
worst max-delay path             clk_f$_DFFE_NN0P_             clk_out       -0.57
worst min-delay path                           rst  cnt_r[2]$_DFF_PN0_        0.45
worst max register to register  cnt_f[3]$_DFF_NN0_   clk_f$_DFFE_NN0P_        0.19
worst min register to register  cnt_f[1]$_DFF_NN0_  cnt_f[0]$_DFF_NN0_        0.48
max in group asynchronous                      rst  cnt_f[1]$_DFF_NN0_        0.27
min in group clk0               cnt_f[1]$_DFF_NN0_  cnt_f[0]$_DFF_NN0_        0.48
-- repair_timing --
item                                    CTS  global route
pin swaps                                 1             1
hold buffers                              0             0
endpoints found under the setup margin    1             1
buffers inserted                          1             0
resized                                   3             1
-- power by group --
group	total, uW	internal [uW]	switching (uW)	leakage, uW
Sequential	338	338	0	0.000122
Clock	237	128	109	0.0000150
Combinational	11.5	4.96	6.54	0.000128
Total	586	471	115	0.000265
Power is estimated from default activity; no workload was simulated.
