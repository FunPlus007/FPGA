==> /design/flow/design.v <==
module exp10_counter(
    input wire CLK,
    input wire Loadn, 
    input wire CLRn,  
    output reg [7:0] D,  
    output reg [7:0] Q,  
    output reg Co
);
always @(posedge CLK or negedge CLRn or negedge Loadn ) begin
    if (~CLRn)
        Q <= 0;
    else if (~Loadn)
        Q <= D;
    else begin
        Co = (Q == 5'b1_0111) ? 1 : 0;
        Q <= (Q == 5'b1_0111) ? 0 : (Q + 1'b1);
    end
end
endmodule
module exp10_counter_bcd_top(
    input wire CLK,
    input wire Load,
    input wire CLR,
    output wire [3:0] thousands,
    output wire [3:0] hundreds,
    output wire [3:0] tens,
    output wire [3:0] ones ,
    output wire Cout
);
wire [3:0] thousands_D;
wire [3:0] hundreds_D;
wire [3:0] tens_D;
wire [3:0] ones_D;
wire thousands_Co;
wire hundreds_Co;
wire tens_Co;
exp10_counter exp10_ones (
    .CLK(CLK),
    .Loadn(Load),
    .CLRn(CLR),
    .D(ones_D),
    .Q(ones),
    .Co(ones_Co)
);
exp10_counter exp10_tens (
    .CLK(ones_Co),
    .Loadn(Load),
    .CLRn(CLR),
    .D(tens_D),
    .Q(tens),
    .Co(tens_Co)
);
exp10_counter exp10_hundreds (
    .CLK(tens_Co),
    .Loadn(Load),
    .CLRn(CLR),
    .D(hundreds_D),
    .Q(hundreds),
    .Co(hundreds_Co)
);
exp10_counter exp10_thousands (
    .CLK(hundreds_Co),
    .Loadn(Load),
    .CLRn(CLR),
    .D(thousands_D),
    .Q(thousands),
    .Co(thousands_Co)
);
assign Cout = thousands_Co;
endmodule
==> /design/flow/run.sh <==
#!/bin/bash
# OpenROAD 26Q1-2900-gdf79404cd8, Yosys 0.63+post, stock flow scripts
make -C /OpenROAD-flow-scripts/flow DESIGN_CONFIG=/design/flow/config.mk WORK_HOME=/design/flow/orfs finish
==> /design/flow/config.mk <==
export PLATFORM = sky130hd
export DESIGN_NAME = exp10_counter_bcd_top
export DESIGN_NICKNAME = exp10_counter_bcd_top
export VERILOG_FILES = /design/flow/design.v
export SDC_FILE = /design/flow/constraint.sdc
export NUM_CORES = 4
export LEC_CHECK = 1
export CORE_AREA = 10 10 102 102
export DIE_AREA = 0 0 112 112
==> /design/flow/constraint.sdc <==
current_design exp10_counter_bcd_top

set clk_period 2.7
set clk_io_pct 0.2

create_clock -name clk0 -period $clk_period [get_ports {CLK}]

set non_clock_inputs [all_inputs -no_clocks]
set_input_delay [expr $clk_period * $clk_io_pct] -clock clk0 $non_clock_inputs
set_output_delay [expr $clk_period * $clk_io_pct] -clock clk0 [all_outputs]
==> flow_summary_export.csv <==
group,metric,value,unit
yosys,async_reset_ff_frac,0.889,
yosys,mux_area_frac,0,
critical_path,worstPathArrival,1180,ps
clock_tree,ctsHoldBuffers,0,
clock_tree,clk_path_buf_depth,2,
yosys,simple_gate_share,0.162,
yosys,ys_chip_area,1600,um^2
finish,stdcell_count,251,
placed_design,port_buffers,19,
critical_path,crit_chain,"clkdlybuf4s50_1",
critical_path,critPathTopFamily,"buffers and inverters",
job,drv_cap,0,
final_timing,min_period,1720,ps
critical_path,slowest_delay,520,ps
critical_path,r2r_slack,1400,ps
final_timing,tightest_slew,404,ps
yosys,adder_share,0.0313,
final_timing,grt_setup_unrepaired,"false",
critical_path,critical_path_class,"reg2out",
critical_path,path_max_fanout,6,
yosys,ys_sh_aoi,0.0523,
yosys,synth.top_cell.area_share,0.500,
yosys,synth-main-ff-cell,"dfrtp_1",
critical_path,reg2reg_from,"exp10_ones.Q[5]$_DFF_PN0_",
critical_path,ff2ff_path_depth,3,
detailed_routing,ant_nets,0,
yosys,ys_seq_share,0.575,
yosys,area_leaders,"dfrtp_1 50%, buf_4 7.5%, edfxtp_1 7.5%, xnor2_1 5.5%, nand3_1 4.7%",
global_routing,grt_pass1_wl,4730,um
pwr,peakVddDrop,355,uV
global_routing,grt_pass1_vias,963,
floorplan,dieWidth,112,um
yosys,synth_top_cell_by_count,"dfrtp_1",
clock_tree,htreeDepth,1,
hold_path,min_path_cells,1,
floorplan,rows,33,
detailed_routing,routedWlPerCell,10.7,um
floorplan,ios,20,
yosys,largest_area_cell,"dfrtp_1",
yosys,synth.avg_cell_area,11.6,um^2
global_routing,global_route.overflow_total,0,
critical_path,reg2reg_to,"exp10_ones.Q[1]$_DFF_PN0_",
yosys,synth-edff-count,4,
global_routing,grt_max_degree,33,
hold_path,worstHoldStart,"exp10_ones.Q[7]$_DFF_PN0_",
pwr,power_density,168,nW/um^2
placed_design,placed_cells,247,
global_routing,grt_use_total,0.0438,
global_routing,antenna_found_initial,0,
finish,area_delta_synth_final,15.9,%
detailed_routing,avgViaCountPerCell,3.82,
floorplan,chipArea,12500,um^2
clock_tree,cts_inserted_buffers,3,
final_timing,max_freq,0.582,GHz
clock_tree,post_cts_resized,0,
yosys,top_logic_kind,"simple AND/OR/NAND/NOR gates",
placed_design,gp_congestion,0.794,
floorplan,core,8220,um^2
critical_path,cp.required,2160,ps
critical_path,crit_buf_inv,1,
yosys,yosysWarnings,43,
clock_tree,clk_pin_slew,40,ps
finish,drive_above_1_share,0.0548,
pwr,p_leak,0.850,nW
placed_design,dpl-instance-area,1810,um^2
yosys,ys_sh_xor,0.0930,
placed_design,dp_hpwl,2080,um
hold_path,hold-path-endpoint,"exp10_ones.Q[7]$_DFF_PN0_",
final_timing,clock_skew,0.288,ps
yosys,synth.distinct_cells,23,
clock_tree,post_cts_buffers,0,
detailed_routing,wl,2700,um
critical_path,cp-start-kind,"register",
final_timing,untimed_endpoints,43,
yosys,ys_ff,36,
job,warning_count,25,
detailed_routing,post-route-drc-count,0,
yosys,ys_top_cells_by_count,"32 x dfrtp_1, 16 x buf_4, 15 x nand3_1",
detailed_routing,drt_first_pass_iters,4,
critical_path,cp.depth,1,
yosys,synth_cells,138,
yosys,mappedNetlistArea,1600,um^2
finish,design_area,1860,um^2
run_status,run_status,"finished clean",
critical_path,cp-end-kind,"output port",
floorplan,fp_util,0.195,
detailed_routing,dr_total_vias,959,
final_timing,unclocked_pins,27,
clock_tree,insertion_delay,230,ps
final_timing,maxSlewHeadroom,0.730,
hold_path,hp-class,"reg2reg",
final_timing,fin_crit_sh,0.636,
final_timing,hold_violations,0,
clock_tree,clockRootBuffer,"clkbuf_8",
final_timing,tns,0,ps
final_timing,slew_violations,0,
floorplan,die_y,112,um
clock_tree,cts_tree,"built",
yosys,ys_cells,138,
critical_path,slowest_stage,"clkdlybuf4s50_1",
final_timing,setup_viol,0,
detailed_routing,n_antenna_cell,0,
detailed_routing,first_iter_violations,30,
metrics by stage:
step | power [mW] | setup WS, ps | hold slack [ps] | utilization
floorplan | 0.149 | 1540 | 244 | -
global placement | 0.165 | 1090 | 460 | 0.220
detailed placement | 0.165 | 1050 | 465 | 0.220
CTS | 0.316 | 964 | 470 | 0.226
global route | 0.325 | 915 | 485 | 0.226
finish | 0.312 | 983 | 465 | 0.226
power by group:
group / total, mW / internal (mW) / leakage, nW / switching [mW]
combinational: 0.0150 / 0.00394 / 0.342 / 0.0111
clock: 0.150 / 0.102 / 0.0228 / 0.0478
sequential: 0.147 / 0.145 / 0.486 / 0.00166
total: 0.312 / 0.251 / 0.850 / 0.0605
cell families (layout without fill, tap and decap cells):
kind of cell | count (synthesis) | after routing
XOR/XNOR | 17 | 17
buffers and inverters | 21 | 29
flip-flops | 36 | 36
AND-OR/OR-AND | 14 | 14
AND/OR/NAND/NOR | 46 | 46
adder cells (fa/ha/maj) | 4 | 4
worst reg2reg max path, delay by kind of cell (launching register included):
kind / cells / cell delay (ps)
flops: 1 / 400
simple gates: 3 / 790
final cells by class:
| type | count | area (um^2) |
|---|---|---|
| inverter | 5 | 18.8 |
| timing repair buffer | 20 | 198 |
| sequential | 36 | 921 |
| tap | 105 | 131 |
| clock buffer | 4 | 45.0 |
| fill | 883 | 6360 |
| multi-input combinational | 81 | 542 |
registers in the layout, summed over array words and instances (netlist names):
| name | count |
|---|---|
| exp10_thousands.Q | 8 |
| exp10_tens.Co | 1 |
| exp10_ones.Q | 8 |
| exp10_ones.Co | 1 |
| exp10_hundreds.Co | 1 |
| exp10_thousands.Co | 1 |
| exp10_hundreds.Q | 8 |
| exp10_tens.Q | 8 |
routing by layer:
metal / up-vias / share of wire / track usage
met5: - / 0 / 0
met4: 0 / 0.0019 / 0.000846
met2: 24 / 0.36 / 0.0598
met1: 456 / 0.53 / 0.0639
met3: 2 / 0.11 / 0.0228
li1: 477 / - / -
worst max path at each step:
stage                    startpoint  slack [ps]      end
4_1_cts   exp10_ones.Q[3]$_DFF_PN0_         960  ones[3]
5_1_grt   exp10_ones.Q[3]$_DFF_PN0_         920  ones[3]
6_report  exp10_ones.Q[3]$_DFF_PN0_         980  ones[3]
cell usage in the layout, fill, tap and decap left out, types with 2 or more instances in the layout:
cell type / count
and3_1: 6
nand2_1: 2
o21ai_1: 3
o211ai_1: 4
or3_1: 3
dfrtp_1: 32
a31oi_1: 3
ha_1: 4
nor2_1: 10
edfxtp_1: 4
nand3_1: 15
xnor2_1: 10
nor2b_1: 3
inv_1: 5
nor3_2: 2
xor2_1: 7
nor3_1: 2
clkbuf_8: 3
a21oi_1: 3
clkdlybuf4s50_1: 19
Power figures rest on the tool's default switching activity, not on a simulated workload.
