==> design/flow/design.v <==
module  fsm_sell (
    input wire clk,
    input wire rst,
    input wire a_point5,
    input wire b_1,
    output reg sell_flag,
    output reg change_flag
);
    reg [2:0] state;
    parameter S1 = 3'b001;  
    parameter S2 = 3'b010;  
    parameter S3 = 3'b100;  
    always @(posedge clk or negedge rst) begin
        if(~rst) begin
            state = S1;
            sell_flag = 0;
            change_flag = 0;
        end
        else begin
            case (state) 
                S1 : 
                    if(a_point5 == 1 && b_1 == 0) begin
                        state = S2;
                        sell_flag = 0;
                        change_flag = 0;
                    end
                    else if (a_point5 == 0 && b_1 == 1) begin
                        state = S3;
                        sell_flag = 0;
                        change_flag = 0;
                    end
                    else if (a_point5 == 0 && b_1 == 0) begin
                        state = S1;
                        sell_flag = 0;
                        change_flag = 0;
                    end
                S2: if(a_point5 == 0 && b_1 == 1 ) begin
                        state = S1;
                        sell_flag = 1;
                        change_flag = 0;
                    end
                    else if(a_point5 == 1 && b_1 == 0 ) begin
                        state = S3;
                        sell_flag = 0;
                        change_flag = 0;
                    end
                    else if (a_point5 == 0 && b_1 == 0) begin
                        state = S2;
                        sell_flag = 0;
                        change_flag = 0;
                    end
                S3: if(a_point5 == 1 && b_1 == 0) begin
                        state = S1;
                        sell_flag = 1;
                        change_flag = 0;
                    end
                    else if (a_point5 == 0 && b_1 == 1) begin
                        state = S1;
                        sell_flag  = 1;
                        change_flag = 1;
                    end
                    else if(a_point5 == 0 && b_1 ==0) begin
                        state = S3;
                        sell_flag = 0;
                        change_flag = 0;
                    end
                default : begin
                    state = S1;
                    sell_flag = 0;
                    change_flag = 0;
                end
            endcase
        end 
    end
endmodule
==> design/flow/run.sh <==
#!/bin/bash
# OpenROAD 26Q1-2900-gdf79404cd8, Yosys 0.63+post, stock flow scripts
make -C /OpenROAD-flow-scripts/flow DESIGN_CONFIG=/design/flow/config.mk WORK_HOME=/design/flow/orfs finish
==> design/flow/config.mk <==
export PLATFORM = sky130hd
export DESIGN_NAME = fsm_sell
export DESIGN_NICKNAME = fsm_sell
export VERILOG_FILES = /design/flow/design.v
export SDC_FILE = /design/flow/constraint.sdc
export NUM_CORES = 4
export LEC_CHECK = 1
export CORE_AREA = 10 10 70 70
export DIE_AREA = 0 0 80 80
==> design/flow/constraint.sdc <==
current_design fsm_sell

set clk_period 1.4
set clk_io_pct 0.2

create_clock -name clk0 -period $clk_period [get_ports {clk}]

set non_clock_inputs [all_inputs -no_clocks]
set_input_delay [expr $clk_period * $clk_io_pct] -clock clk0 $non_clock_inputs
set_output_delay [expr $clk_period * $clk_io_pct] -clock clk0 [all_outputs]
==> results.py <==
# Metrics from the implementation run
metrics = {
    "flow_run": {
        "warnings": 29,
        "maxCapViolCount": 0,
    },
    "finish": {
        "ff_latch_area_um2": 126,
        "drive_gt1_share_pct": 17.8,
        "fillers": 390,
        "area_growth_pct": 52.2,
        "final_util_pct": 14.2,
        "mi_logic_area_um2": 178,
    },
    "final_timing": {
        "slew_violations": 0,
        "finalCritPeriodShare_pct": 90.7,
        "fin_setup_tns_ps": 0,
        "period_minus_slack_ps": 1270,
        "rsz0062_at_grt": "false",
        "skew_ps": 3.93,
        "hold_violations": 0,
        "worstMarginPinSlew_ps": 216,
        "relSlewSlack_pct": 85.5,
        "finalSetupViolCount": 0,
        "fmax_ghz": 0.787,
    },
    "floorplan": {
        "die_area_um2": 6400,
        "die_x_um": 80,
        "floorplan.core_util_pct": 9.34,
        "die_height_um": 80,
        "rows": 21,
        "ios": 6,
        "core_area_um2": 3420,
    },
    "detailed_routing": {
        "drc_errors": 0,
        "routed.top_layer": "met3",
        "wirelength_um": 659,
        "via_per_inst": 2.96,
        "wl_met2_um": 245,
        "wl_per_cell_um": 7.16,
        "wl_met3_um": 126,
        "postRouteAntennaNets": 0,
        "first_iter_violations": 13,
        "vias": 272,
        "drt_first_pass_iters": 4,
        "wl_met1_um": 287,
    },
    "critical_path": {
        "rrSetupSlack_ps": 370,
        "critPathBufInv": 2,
        "critPathRequiredTime_ps": 1570,
        "path_class": "in2reg",
        "endpoint_kind": "flop",
        "reg2reg_depth": 3,
        "crit_family": "buffers and inverters",
        "crit_arrival_ps": 1440,
        "startpoint_type": "primary input",
        "r2r-end": "sell_flag",
        "reg2reg_from": "sell_flag",
        "crit_fanout": 4,
        "cp_cell_sequence": "clkdlybuf4s50_1, buf_4, ha_1, nor2_1, o211ai_1, a21oi_1",
        "cp_slowest_cell": "clkdlybuf4s50_1",
        "slowest_delay_ps": 420,
    },
    "pwr": {
        "total_power_mw": 0.463,
        "p_leak_nw": 0.244,
        "p_seq_share_pct": 45.1,
        "peakVddDrop_mv": 0.233,
        "power.switching_mw": 0.125,
        "switching_share_pct": 27.0,
        "pwr-share-comb_pct": 19.2,
        "p_int_mw": 0.338,
        "power_density_nw_per_um2": 953,
        "p_clk_share_pct": 35.7,
    },
    "synthesis": {
        "ys_cells": 33,
        "synth_cells": 33,
        "numSynthFlops": 5,
        "syn_area_per_cell_um2": 9.67,
        "netlist_area_um2": 319,
        "synth_warnings": 1,
        "postSynthSeqShare_pct": 39.6,
        "yosys-stat-area_um2": 319,
        "netlist-cell-type-count": 17,
    },
    "global_route": {
        "grt_max_degree": 6,
        "grt_pass1_wl_um": 1070,
        "first_global_vias": 238,
        "antenna_found_initial": 1,
        "gr-total-overflow": 0,
        "grt_use_total_pct": 2.18,
    },
    "place": {
        "dpl.hpwl_um": 527,
        "gp_congestion": 0.728,
        "port_buffers": 5,
    },
    "min_path": {
        "hp-class": "in2async",
    },
    "clocking": {
        "worstSkewPairLatency_ps": 240,
        "postCtsSetupRepairBufs": 0,
        "cts.clk_slew.worst_paths_ps": 40,
        "root_buffer": "clkbuf_4",
        "htree_levels": 1,
        "cts_made_buffers": 3,
        "clkSinkCount": 5,
        "cts_tree": "built",
        "cts_buffer_depth": 2,
    },
    "outcome": {
        "status": "complete, no violations",
    },
}
[power by group through the flow]
| stage | clock network, mW | registers (mW) | logic [mW] |
|---|---|---|---|
| finish | 0.165 | 0.209 | 0.0887 |
| global route | 0.190 | 0.213 | 0.102 |
| CTS | 0.174 | 0.208 | 0.0938 |
[registers in the layout (all words and copies together), names as in the netlist]
register,cells
state,3
change_flag,1
sell_flag,1
[stage by stage]
stage | instance area (um^2) | setup slack [ps] | hold slack, ps | cells
after detailed placement | 449 | -243 | 514 | 87
after floorplan | 319 | 451 | -15.6 | 33
after global routing | 485 | 53.8 | 258 | 92
after CTS | 475 | 6.34 | 250 | 91
final | 485 | 130 | 253 | 92
after global placement | 449 | -226 | 513 | 87
[worst max-delay path by stage]
stage                     from           to  slack [ps]  cells after the start
after CTS             a_point5  change_flag           6                      6
after global routing       b_1  change_flag          50                      6
final                      b_1  change_flag         130                      6
[cells in the mapped netlist]
master | number | area (um^2)
dfstp_2 | 1 | 26.3
o211ai_1 | 1 | 7.51
a21oi_1 | 1 | 5.00
nor3b_1 | 1 | 7.51
o21ai_1 | 1 | 5.00
o21ai_0 | 4 | 20.0
mux2_1 | 1 | 11.3
nand3_1 | 2 | 10.0
dfrtp_1 | 4 | 100
mux2_2 | 1 | 11.3
nand2b_1 | 1 | 6.26
a22oi_1 | 1 | 7.51
nor2_1 | 1 | 3.75
nand4b_1 | 1 | 8.76
nand2_1 | 3 | 11.3
inv_1 | 4 | 15.0
ha_1 | 5 | 62.6
[placed cells by master (no fill, tap or decap), drive strengths merged]
master	n
a21oi	1
a22oi	1
buf	3
clkbuf	4
clkdlybuf4s50	2
dfrtp	4
dfstp	1
diode	1
dlymetal6s2s	3
ha	5
inv	4
mux2	2
nand2	3
nand2b	1
nand3	2
nand4b	1
nor2	1
nor3b	1
o211ai	1
o21ai	5
[kinds of logic after synthesis]
group | after synthesis | share of synthesized area [%]
compound gates | 8 | 14.1
fa+ha+maj | 5 | 19.6
buf+inv | 4 | 4.70
flops | 5 | 39.6
mux | 2 | 7.06
simple gates | 9 | 14.9
[cell type report]
cell class	count	area share, %
inverters	4	3.09
diodes	1	0.515
repair buffers	8	16.5
flip-flops and latches	5	26.0
clock buffers	4	5.41
well taps	46	11.9
multi-input cells	24	36.6
[what timing repair did]
| action | in CTS | in global routing |
|---|---|---|
| hold buffers | 0 | 0 |
| endpoints found under the setup margin | 0 | 4 |
| resized | 0 | 3 |
[layer usage]
layer	vias to the layer above	global-route usage, %
li1	139	-
met4	0	0.352
met2	15	2.41
met1	118	2.61
met3	0	2.61
met5	-	0
Power is estimated from default activity; no workload was simulated.
